==> design.v <==
`timescale 1ns / 1ps
`default_nettype none
module trigger_detector #(
    parameter integer WIDTH = 16
) (
    input wire clk,
    input wire resetn,
    input wire s_tvalid,
    output wire s_tready,
    input wire [WIDTH-1:0] s_tdata,
    input wire [WIDTH-1:0] level,
    output wire m_tvalid,
    input wire m_tready,
    output wire [WIDTH-1:0] m_tdata,
    output reg [1:0] m_tuser  
);
    wire signed [WIDTH-1:0] signed_level = level;
    wire signed [WIDTH-1:0] signed_s_tdata = s_tdata;
    reg signed [WIDTH-1:0] signed_last_data;
    reg last_data_valid = 0;
    assign m_tvalid = s_tvalid;
    assign s_tready = m_tready;
    assign m_tdata = s_tdata;
    always @(posedge clk) begin
        if (resetn == 0) begin
            last_data_valid <= 0;
        end else if (s_tvalid == 1 && s_tready == 1) begin
            last_data_valid <= 1;
            signed_last_data <= signed_s_tdata;
        end
    end
    always @(*) begin
        m_tuser[0] = (signed_s_tdata >= signed_level && signed_last_data < signed_level) ? 1'b1 : 1'b0;
        m_tuser[1] = (signed_s_tdata <= signed_level && signed_last_data > signed_level) ? 1'b1 : 1'b0;
    end
endmodule
==> run.sh <==
#!/bin/bash
# OpenROAD 26Q1-2900-gdf79404cd8, Yosys 0.63+post, stock flow scripts
make -C /OpenROAD-flow-scripts/flow DESIGN_CONFIG=/design/flow/config.mk WORK_HOME=/design/flow/orfs finish
==> config.mk <==
export PLATFORM = sky130hd
export DESIGN_NAME = trigger_detector
export DESIGN_NICKNAME = trigger_detector
export VERILOG_FILES = /design/flow/design.v
export SDC_FILE = /design/flow/constraint.sdc
export NUM_CORES = 4
export LEC_CHECK = 1
export CORE_UTILIZATION = 30
==> constraint.sdc <==
current_design trigger_detector

set clk_period 4.7
set clk_io_pct 0.2

create_clock -name clk0 -period $clk_period [get_ports {clk}]

set non_clock_inputs [all_inputs -no_clocks]
set_input_delay [expr $clk_period * $clk_io_pct] -clock clk0 $non_clock_inputs
set_output_delay [expr $clk_period * $clk_io_pct] -clock clk0 [all_outputs]
==> reports/qor.log <==
[outcome] outcome finished clean
[floorplan] total number of placement rows 24
[finish] non-filler instance count after layout 230
[placement] Routability Congestion 0.827
[drt] drc violations 0
[finish] max reg flops 16
[synth] Max-area cell share 33.0%
[synth] distinct cell type count of the synthesized netlist 29
[floorplan] full die area 0.00514 sq mm
[worst_setup_path] max incr delay on CP 510 ps
[drt] routed wire length 2800 um
[drt] detailed router's first-iteration violation count 19
[placement] post-detailed-placement half-perimeter wirelength 2410 um
[drt] number of detailed-routing iterations run before antenna repair 4
[placement] placed cell count 225
[hold_path] instance count along the most critical hold path 1
[timing] Period minus WS final 4490 ps
[clocking] Max clock buf depth 2
[drt] total via count after detailed routing 1085
[floorplan] Top-Level Pins 56
[clocking] number of sinks on the clock net 16
[power] Max IR drop VDD 0.147 mV
[worst_setup_path] crit path cell chain clkdlybuf4s50_1 > inv_1 > ha_1 > nand4_1 > nor4_4 > a211oi_2 > o211ai_2 > mux2_4 > a221oi_2 > clkdlybuf4s50_1
[global_route] number of global-route vias before repair 1075
[finish] biggest registers after layout signed_last_data: 16 flops
[floorplan] height of the die 71.7 um
[finish] growth of design area from synthesis to finish 37.2%
[worst_setup_path] largest fanout on the critical path 3
[hold_path] capture endpoint of the worst hold path signed_last_data[15]
[timing] total count of hold-check failures in the final report 0
[global_route] Global Route Usage Sum 11.7%
[worst_setup_path] Critical Path Start Type input port
[global_route] global-route wire length before repair 4640 um
[synth] post-synthesis cell area 0.00146 sq mm
[job] tool warning count 25
[synth] mean post-synth cell area 10.7 sq um
[worst_setup_path] required time worst endpoint 3760 ps
[synth] yosys stat cell total 136
[synth] top cells by area in the synthesized netlist edfxtp_1 (33%), ha_1 (27%), buf_4 (9.3%)
[worst_setup_path] Crit-path slowest cell clkdlybuf4s50_1
[timing] final number of max-transition violations 0
[global_route] met3 Resource Use GR 2.57%
[drt] ANT cells 0
[synth] synthesized instance count 136
[timing] Setup Total Neg Slack 0 ps
[clocking] CTS tree done
[global_route] met2 global-route usage 19.1%
[timing] Worst Setup Slack, final 210 ps
[global_route] maximum number of pins on one net before global-route repair 17
[power] power per cell area 199 mW/mm^2
[finish] share of final-layout standard cells stronger than drive strength 1 7.30%
[drt] DR WL/cell 12.2 um
[clocking] Max H-tree Level 1
[worst_setup_path] nature of the critical path endpoint primary output
[clocking] Clock Root Buffer clkbuf_8
[hold_path] hold crit path type in2reg
[hold_path] Hold Path Origin s_tdata[15]
[global_route] total overflow reported by the global router 0
[power] total power consumption of the routed design 398 uW
[worst_setup_path] arrival time reported for the critical path endpoint 3550 ps
[floorplan] Floorplan Utilization 32.4%
[worst_setup_path] crit-path most repeated cell clkdlybuf4s50_1
[timing] RSZ-0062 raised after global routing no
[worst_setup_path] critical path start-end classification in2out
[synth] Synthesis Warnings 1
[clocking] Post-CTS Hold Buffers 0
[synth] library cell with the largest summed area after synthesis edfxtp_1
[synth] count of state elements after synthesis 16
[power] leakage power total 0.000889 uW
[global_route] initial antenna violation count 0
[timing] top achievable clock speed 223 MHz
[timing] slew at the pin closest to its max-slew limit 768 ps
[timing] fin crit share 95.5%
[clocking] clock edge transition at the registers on the reported setup and hold paths 60 ps
[placement] total of buffers placed on input and output ports 55
[drt] average vias per placed instance 4.72
[global_route] busiest layer in global routing met2
[placement] Setup WS pre-CTS 77.0 ps
[clocking] CTS buffer count 3
[floorplan] die outline width 71.7 um
[drt] tally of nets with antenna violations remaining after routing 0
[synth] sequential area share after synthesis 33.0%
[timing] Slew Limit Headroom 48.8%
[global_route] GR met1 Demand/Resource 17.4%
[floorplan] Placeable Area 0.00450 sq mm
[timing] # setup viols final 0
[finish] Largest Register signed_last_data
[synth] area figure in the yosys stat output 0.00146 sq mm
[job] count of max-cap constraint violations 0
==> per-stage QoR <==
stage          utilization [%]  hold WS (ps)  instance area [sq um]
2_1_floorplan                -          1040                   1460
3_3_place_gp              43.0          1560                   1940
3_5_place_dp              43.0          1570                   1940
4_1_cts                   44.0          1310                   1980
5_1_grt                   44.4          1300                   2000
6_report                  44.4          1320                   2000
==> report_power, final <==
part	total, uW	leakage (uW)	switching (uW)	internal [uW]
clock	105	0.0000231	47.1	57.9
combinational	126	0.000719	50.2	76.0
sequential	167	0.000147	1.88	165
==> cells by family after synthesis <==
kind of cell	after synthesis	synth area share, %
buf+inv	37	14.2
fa+ha+maj	32	27.5
compound gates	25	13.9
simple gates	23	9.18
flops	16	33.0
mux	2	1.72
xor+xnor	1	0.601
==> layout by cell type, fill, tap and decap left out <==
cell / n
nor2_1: 3
a21oi_1: 9
nand3_1: 5
ha_1: 32
nor4_4: 1
nand4_1: 5
a21boi_1: 1
a21o_1: 6
nand4_2: 1
nor3_1: 1
a21boi_2: 1
clkdlybuf4s50_1: 55
inv_1: 19
a211oi_1: 1
o21ai_0: 1
clkbuf_8: 3
and4_1: 1
a221oi_2: 1
and3_1: 1
o211ai_2: 1
xor2_1: 1
clkinv_1: 1
mux2_4: 1
mux2i_1: 1
a21oi_2: 1
a2111o_1: 1
nand2b_1: 1
a211oi_2: 1
buf_4: 1
o31ai_4: 1
nand2_1: 4
edfxtp_1: 16
==> how the worst max path moves through the flow <==
stage                     start         end  slack (ps)
after CTS             level[15]  m_tuser[1]          70
final                  level[6]  m_tuser[1]         210
after global routing   level[9]  m_tuser[1]          70
==> synth_stat cells <==
cell	n
a2111o_1	1
a211oi_1	1
a211oi_2	1
a21boi_1	1
a21boi_2	1
a21o_1	6
a21oi_1	9
a21oi_2	1
a221oi_2	1
and3_1	1
and4_1	1
buf_4	18
edfxtp_1	16
ha_1	32
inv_1	19
mux2_4	1
mux2i_1	1
nand2_1	4
nand2b_1	1
nand3_1	5
nand4_1	5
nand4_2	1
nor2_1	3
nor3_1	1
nor4_2	1
o211ai_2	1
o21ai_0	1
o31ai_4	1
xor2_1	1
==> what timing repair did <==
action	in CTS	in global routing
endpoints found under the setup margin	0	1
resized	0	1
endpoints found under the hold margin	0	0
setup buffers	0	1
==> final cells by class <==
class	instances	area (sq um)
Clock buffer	3	41.3
Multi-Input combinational cell	83	779
Fill cell	428	2500
Clock inverter	1	3.75
Inverter	19	71.3
Sequential cell	16	480
Tap cell	52	65.1
Timing Repair Buffer	56	558
==> layer usage <==
metal  share of wire [%]  wire (um)  vias to the layer above
met1                  49       1370                      487
met3                 4.7        131                        2
met4                0.46         13                        0
li1                    -          -                      565
met2                  46       1290                       31
met5                   0          0                        -
==> worst max-delay path, delay by kind of cell <==
family          cells  cell delay [ps]
compound gates      3              470
fa+ha+maj           1              320
buf+inv             3             1020
mux                 1              330
simple gates        2              470
Power is estimated from default activity; no workload was simulated.
