===== ./config.mk =====
export PLATFORM = sky130hd
export DESIGN_NAME = fifo
export DESIGN_NICKNAME = fifo
export VERILOG_FILES = /design/flow/design.v
export SDC_FILE = /design/flow/constraint.sdc
export NUM_CORES = 4
export LEC_CHECK = 1
export CORE_UTILIZATION = 50
export SYNTH_MEMORY_MAX_BITS = 65536

===== ./constraint.sdc =====
current_design fifo

set clk_period 1875.8
set clk_io_pct 0.2

create_clock -name clk0 -period $clk_period [get_ports {clk}]

set non_clock_inputs [all_inputs -no_clocks]
set_input_delay [expr $clk_period * $clk_io_pct] -clock clk0 $non_clock_inputs
set_output_delay [expr $clk_period * $clk_io_pct] -clock clk0 [all_outputs]

===== ./design.v =====
`timescale 1ns / 1ps
`default_nettype none
module fifo #(
    parameter integer DEPTH = 1000,
    parameter integer WIDTH = 16
) (
    input  wire clk,
    input  wire resetn,
    input  wire s_tvalid,
    output wire s_tready,
    input  wire [WIDTH-1:0] s_tdata,
    output wire m_tvalid,
    input  wire m_tready,
    output wire [WIDTH-1:0] m_tdata,
    output wire full,
    output wire almost_full,
    output wire empty
);
    reg [$clog2(DEPTH-1)-1:0] write_addr = 0;
    reg [$clog2(DEPTH-1)-1:0] inc_write_addr;
    reg [$clog2(DEPTH-1)-1:0] inc_write_addr_next;
    reg [$clog2(DEPTH-1)-1:0] read_addr = 0;
    reg [$clog2(DEPTH-1)-1:0] inc_read_addr;
    wire s_beat = s_tready & s_tvalid;
    wire m_beat = m_tready & m_tvalid;
    reg [WIDTH-1:0] mem [DEPTH-1:0];
    initial begin : init_mem
        integer i;
        for (i = 0; i < DEPTH; i = i + 1) begin
            mem[i] = 0;
        end
    end
    always @(*) begin
        if (write_addr + 1 < DEPTH)
            inc_write_addr = write_addr + 1;
        else
            inc_write_addr = 0;
    end
    always @(*) begin
        if (inc_write_addr + 1 < DEPTH)
            inc_write_addr_next = inc_write_addr + 1;
        else
            inc_write_addr_next = 0;
    end
    always @(*) begin
        if (read_addr + 1 < DEPTH)
            inc_read_addr = read_addr + 1;
        else
            inc_read_addr = 0;
    end
    assign empty = (write_addr == read_addr);
    assign full = (inc_write_addr == read_addr);
    assign almost_full = (inc_write_addr_next == read_addr);
    assign s_tready = !full | m_tready;
    assign m_tvalid = !empty | s_tvalid;  
    always @(posedge clk) begin
        if (resetn == 0) begin
             write_addr = 0;
        end else begin
            if (s_beat == 1 && (m_beat == 0 || empty == 0)) begin
                write_addr <= inc_write_addr;
                mem[write_addr] <= s_tdata;
            end
        end
    end
    always @(posedge clk) begin
        if (resetn == 0) begin
             read_addr = 0;
        end else begin
            if (m_beat == 1 && empty == 0)
                read_addr <= inc_read_addr;
        end
    end
    assign m_tdata = (empty) ? s_tdata : mem[read_addr];
endmodule

===== ./run.sh =====
#!/bin/bash
# OpenROAD 26Q1-2900-gdf79404cd8, Yosys 0.63+post, stock flow scripts
make -C /OpenROAD-flow-scripts/flow DESIGN_CONFIG=/design/flow/config.mk WORK_HOME=/design/flow/orfs finish

==> ds_physical_params.txt <==
Implementation parameters

Parameter                              Value

Run status
  Run status    complete, but fails checks
  Failing checks    max-capacitance violations, max-slew violations

Logic synthesis
  Gate count of the mapped netlist    25700
  Summed standard-cell area reported by yosys    between 0.6 and 0.7 mm^2
  Seq share, synth    78.3%
  Synth Warn #    1
  Fraction of synthesis flops using an asynchronous set or reset pin    0%
  Most used DFF post-synth    sky130_fd_sc_hd__edfxtp_1
  Area of the mapped netlist    0.614 mm^2
  Flip-flops with a built-in enable    16000
  Unique cell type count in the Yosys netlist    78
  Cell total in the yosys stat output    25700
  Syn_area_per_cell    23.9 um^2
  Total of flip-flops plus latches after synthesis    16000

Die
  Height of the die    1110 um
  Placement Rows    about 410
  I/O pin count    41
  Die Wd    1110 um
  Pre-placement core utilization    around half
  Standard cell core area    1.22 mm^2
  Die area    around 1.2 mm^2

Cells and area
  Ratio of cells with drive above 1 in the final layout    between 30% and 40%
  Most common cell after layout, fill and taps aside    sky130_fd_sc_hd__edfxtp_1
  Number of standard cells in the layout, taps in and fillers out    45800
  P&R area growth vs syn    14.0%
  Number of fillers in the final layout    86000
  Most numerous logic cells after layout    16000 x sky130_fd_sc_hd__edfxtp_1, 4666 x sky130_fd_sc_hd__mux4_2, 2109 x sky130_fd_sc_hd__buf_4

Placed design
  Detailed-placement wirelength estimate    1090000 um
  Weighted congestion at the end of routability-driven global placement    0.914
  Number of cells in the design after placement    42600
  Number of port buffers    40

Job
  Warning total across the stage logs    64
  Reported max-cap violation count    1

Clock network
  Buffers from clock root to sink, at most    6
  TritonCTS clock tree    done
  H-tree Lvls    7
  Root buffer cell    sky130_fd_sc_hd__clkbuf_16
  Post-CTS Resized    0
  Total number of clock tree sinks    roughly 16000
  CTS Buf Count    1674
  Latest clock arrival within the worst-skew pair    1.32 ns
  Number of setup buffers added after CTS    0
  Reg clk slew, reported paths    ~0.06 ns
  Quantity of hold-fixing buffers added after cts    0

Setup path
  Depth of the worst register-to-register path    14
  R2r startpoint    write_addr[6]
  Reg-to-reg setup timing slack    1867.45 ns
  Arrival time of data at the critical path endpoint    roughly 380 ns
  Startpoint type of the worst setup path    input port
  Setup CP Type    input port to output port
  Maximum fanout encountered on the critical timing path    74
  Terminus of the critical flop-to-flop path    mem[819][14]
  CP Data Required Time    1500.64 ns
  Critical path capture point    m_tdata[9]
  Crit path from    s_tdata[9]
  Nature of the critical path endpoint    output port

Detailed routing
  Iteration-0 DRC count of the detailed router    19400
  Routed vias/inst    approximately 6.3
  Final routed wirelength across all metal layers    around 1800000 um
  Per-cell routed wire length    38.8 um
  Vias after detailed routing    between 200k and 300k
  DRC violation count after routing    0
  Number of detailed-routing iterations run before antenna repair    7
  Number of nets still failing antenna checks after routing    0

Final timing
  Max frequency    0.00133 GHz
  Final clock skew    ~0.11 ns
  Transition time at the pin with the least slew margin    1.52 ns
  Headroom to the max-slew limit    -2.04%
  Aggregate negative setup slack    0 ns
  Count of final hold-check violations    0
  Unrepaired setup endpoints after global routing    false
  Number of setup violations in the final report    0
  Final min period    approximately 750 ns
  Cycle use final    about two fifths
  Final number of max-transition violations    2

Global route
  Antenna violations before repair    159
  Vias in the first global route    318000
  Wire length of the first global-routing pass    2460000 um
  Overall overflow remaining after global route    0
  Overall track demand over capacity in global routing    33.3%
  Maximum number of pins on one net before global-route repair    about 140

Min path
  Class of the tightest hold or removal check    flop to flop

Power
  Pleak    210 nW
  Pwr/cell area    1.14 mW/mm^2
  Int Pwr    0.619 mW
  Combinational share of power    10.6%
  Part of the total power dissipated in the clock network    40.1%
  Switching Power    0.179 mW
  Switching part of the total    22.4%
  Register share of total power    49.4%
  Peak supply drop    0.000864 mV
==> how the worst min path moves through the flow <==
| stage | startpoint | end | slack (ns) | cells after the start |
|---|---|---|---|---|
| CTS | write_addr[1] | write_addr[1] | 0.62 | 2 |
| global route | write_addr[1] | write_addr[1] | 0.64 | 2 |
| finish | write_addr[1] | write_addr[1] | 0.62 | 2 |
==> stage by stage <==
stage | hold slack, ns | cell area (um^2) | total power [mW] | utilization, % | setup slack (ns)
detailed placement | 0.606 | 647000 | 0.487 | 52.9 | 1122.30
global placement | 0.601 | 647000 | 0.487 | 52.9 | 1122.43
global route | 0.639 | 700000 | 0.822 | 57.2 | 1122.13
CTS | 0.621 | 700000 | 0.804 | 57.2 | 1122.31
floorplan | 0.522 | 614000 | 0.457 | - | 1124.79
finish | 0.619 | 700000 | 0.799 | 57.2 | 1122.15
==> synthesized netlist by cell type, types with 67 or more instances <==
| library cell | number | area, um^2 |
|---|---|---|
| sky130_fd_sc_hd__nand3_1 | 93 | 465 |
| sky130_fd_sc_hd__buf_4 | 80 | 601 |
| sky130_fd_sc_hd__buf_2 | 503 | 2520 |
| sky130_fd_sc_hd__buf_1 | 309 | 1160 |
| sky130_fd_sc_hd__nand2_1 | 202 | 758 |
| sky130_fd_sc_hd__o21ai_0 | 89 | 445 |
| sky130_fd_sc_hd__mux4_2 | 4666 | 105000 |
| sky130_fd_sc_hd__mux2i_1 | 594 | 5950 |
| sky130_fd_sc_hd__edfxtp_1 | 16000 | 480000 |
| sky130_fd_sc_hd__nor2_1 | 1068 | 4010 |
| sky130_fd_sc_hd__mux2_2 | 67 | 754 |
| sky130_fd_sc_hd__clkbuf_1 | 667 | 2500 |
| sky130_fd_sc_hd__nor2b_1 | 88 | 551 |
| sky130_fd_sc_hd__o22ai_1 | 75 | 469 |
| sky130_fd_sc_hd__a22oi_1 | 297 | 2230 |
| sky130_fd_sc_hd__a21oi_1 | 196 | 981 |
| sky130_fd_sc_hd__a211oi_1 | 98 | 736 |
==> metal layers <==
layer,global-route usage [%],vias up,routed length (um)
li1,-,116000,-
met1,38.3,146000,483000
met2,44.3,21300,806000
met3,30.3,3476,380000
met4,14.1,227,101000
met5,2.93,-,5900
==> state kept, by name, indices dropped and copies added, names as in the netlist <==
register	flops
read_addr	10
mem	16000
write_addr	10
==> kinds of logic after synthesis <==
family | Yosys count | share of synthesized area [%]
adder cells (fa/ha/maj) | 5 | 0.0102
AND-OR/OR-AND | 1043 | 1.18
flip-flops | 16000 | 78.3
buffers and inverters | 1588 | 1.14
XOR/XNOR | 33 | 0.0483
AND/OR/NAND/NOR | 1664 | 1.16
multiplexers | 5327 | 18.2
==> power by group through the flow <==
stage         Clock (mW)  Combinational, mW  Sequential, mW
CTS                0.325             0.0857           0.394
global route       0.338             0.0899           0.394
finish             0.320             0.0844           0.394
==> worst max-delay path, stage by stage <==
cell and delay (ns):
sky130_fd_sc_hd__buf_8 0.29, sky130_fd_sc_hd__buf_4 0.67, sky130_fd_sc_hd__a21oi_1 0.18, sky130_fd_sc_hd__a311oi_2 0.99
sky130_fd_sc_hd__buf_4 0.29, sky130_fd_sc_hd__a31o_2 0.24, sky130_fd_sc_hd__clkdlybuf4s50_1 0.52
==> final cells by class <==
type	instances	area (um^2)	area share, %
Multi-Input combinational cell	8072	128000	18.3
Clock inverter	974	9010	1.29
Timing Repair Buffer	2205	17400	2.49
Antenna cell	206	515	0.0736
Sequential cell	16000	481000	68.7
Tap cell	16300	20400	2.92
Inverter	11	50.0	0.00715
Clock buffer	2003	43500	6.21
Power figures rest on the tool's default switching activity, not on a simulated workload.
